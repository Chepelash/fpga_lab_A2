==> design.v <==
module serializer #(
  parameter WIDTH = 16
)(
  input                            clk_i,
  input                            srst_i,
  input        [WIDTH-1:0]         data_i,
  input        [$clog2(WIDTH)-1:0] data_mod_i,
  input                            data_val_i,
  output logic                     ser_data_o,
  output logic                     ser_data_val_o,
  output logic                     busy_o
);
logic wrk_en;
logic data_mod_valid;
always_comb
  begin
    data_mod_valid = ( data_mod_i > 2 ) ? 1'b1 : 1'b0;
    wrk_en         = data_val_i && data_mod_valid;
  end  
logic [WIDTH-1:0]          input_data;
logic [$clog2(WIDTH)-1:0]  input_data_mod;
logic [$clog2(WIDTH)-1:0]  cntr;
always_ff @( posedge clk_i )
  begin
    if ( wrk_en )
      begin
        input_data     <= data_i;
        input_data_mod <= ( WIDTH - 1'b1 ) - data_mod_i;
      end
  end
always_ff @( posedge clk_i )
  begin
    if( srst_i )
      begin
        busy_o         <= '0;
        ser_data_val_o <= '0;
        ser_data_o     <= '0;
      end
    else if( busy_o )
      begin
        cntr       <= cntr- 1'b1;
        ser_data_o <= input_data[cntr];        
        if( cntr == input_data_mod )
          begin
            busy_o         <= 1'b0;
            ser_data_val_o <= 1'b0;
          end
      end
    else if( wrk_en )
      begin        
        cntr           <= WIDTH - 2'd2;
        ser_data_o     <= data_i[WIDTH-1'b1];
        busy_o         <= '1;
        ser_data_val_o <= '1;
      end
  end
endmodule
module serializer_wrap (
  input               clk_i,
  input               srst_i,
  input        [15:0] data_i,
  input        [3:0]  data_mod_i,
  input               data_val_i,
  output logic        ser_data_o,
  output logic        ser_data_val_o,
  output logic        busy_o
);
logic        srst_i_wrap;
logic [15:0] data_i_wrap;
logic [3:0]  data_mod_i_wrap;
logic        data_val_i_wrap;
logic        ser_data_o_wrap;
logic        ser_data_val_o_wrap;
logic        busy_o_wrap;
serializer 
  serializer_1    (
  .clk_i          ( clk_i               ),
  .srst_i         ( srst_i_wrap         ),
  .data_i         ( data_i_wrap         ),
  .data_mod_i     ( data_mod_i_wrap     ),
  .data_val_i     ( data_val_i_wrap     ),
  .ser_data_o     ( ser_data_o_wrap     ),
  .ser_data_val_o ( ser_data_val_o_wrap ),
  .busy_o         ( busy_o_wrap         )
);
always_ff @( posedge clk_i )
  begin
    srst_i_wrap <= srst_i;
    data_i_wrap     <= data_i;
    data_mod_i_wrap <= data_mod_i;
    data_val_i_wrap <= data_val_i;
    ser_data_o     <= ser_data_o_wrap;
    ser_data_val_o <= ser_data_val_o_wrap;
    busy_o         <= busy_o_wrap;
  end
endmodule
==> run.sh <==
#!/bin/bash
# OpenROAD 26Q1-2900-gdf79404cd8, Yosys 0.63+post, stock flow scripts
make -C /OpenROAD-flow-scripts/flow DESIGN_CONFIG=/design/flow/config.mk WORK_HOME=/design/flow/orfs finish
==> config.mk <==
export PLATFORM = sky130hd
export DESIGN_NAME = serializer_wrap
export DESIGN_NICKNAME = serializer_wrap
export VERILOG_FILES = /design/flow/design.v
export SDC_FILE = /design/flow/constraint.sdc
export NUM_CORES = 4
export LEC_CHECK = 1
export CORE_UTILIZATION = 40
==> constraint.sdc <==
current_design serializer_wrap

set clk_period 3.6
set clk_io_pct 0.2

create_clock -name clk0 -period $clk_period [get_ports {clk_i}]

set non_clock_inputs [all_inputs -no_clocks]
set_input_delay [expr $clk_period * $clk_io_pct] -clock clk0 $non_clock_inputs
set_output_delay [expr $clk_period * $clk_io_pct] -clock clk0 [all_outputs]
==> results.toml <==
# physical design summary
[run_status]
status = "finished, final reports clean"

[die]
die_width_um = 65.72
row_count = 22
dieHeight_um = 65.72
die_area_mm2 = 0.004319
fp_util_pct = 43.07
io_pins = 26
core-area_mm2 = 0.003771

[worst_hold_path]
min_path_type = "reg -> reg"

[detailed_routing]
n_antenna_cell = 0
ant_nets = 0
routed-via-count = 811
drt_iter0_drc = 42
wirelength_um = 1933
via_per_inst = 4.506
wl_per_cell_um = 10.74
remaining_drc_errors = 0
dr.pass1.iters = 4

[job]
maxCapViolations = 0
warnings = 25

[timing]
tns_ns = 0
finalSetupViolations = 0
period_needed_ns = 1.766
timing.fmax_ghz = 0.5661
worst_pin_slew_ns = 0.4165
finalClockPeriodUsage_pct = 49.07
hold_violations = 0
holdWs_ns = 0.3638
slew_violations = 0
fin_skew_ns = 0.003641
relSlewSlack_pct = 72.23
rsz0062_at_grt = "no"

[critical_path]
critical-path-top-delay-family = "buffers and inverters"
startpoint_type = "flop"
slowest_stage = "clkdlybuf4s50_1"
cp.required_ns = 2.88
cp_max_fo = 1
cp.buffers_inverters = 1
path_cells = "clkdlybuf4s50_1"
arrival_ns = 1.05
crit_type = "reg -> out"
end_kind = "primary output"
max_stage_delay_ns = 0.44

[placed_design]
portBuffers = 25
hpwl_um = 1335
dp.cells = 172
gp_congestion = 0.7975
post_dp_cell_area_mm2 = 0.001937

[global_route]
grt_max_degree = 24
antenna_found_initial = 0
grt_pass1_wl_um = 3270
use_met3_pct = 6.338
busiest_layer = "met1"
grt.overflow.total = 0
gr-usage-met1_pct = 15.43
met2_usage_pct = 15.05
track_usage_pct = 10.76
grt_pass1_vias = 789

[clock_tree]
postCtsSetupBuffers = 0
numCtsBuffers = 5
cts_max_level = 2
ctsLongestPathBuffers = 2
postCtsHoldBufs = 0
insertion_delay_ns = 0.29
clock_sinks = 52
clk_pin_slew_worst_paths_ns = 0.08
clock-root-buffer = "clkbuf_8"
post_cts_resized = 0
cts_tree = "built"

[synthesis]
synth_area_mm2 = 0.001624
ys_sh_simple_pct = 4.314
mux_share_pct = 6.317
ys_cells = 99
ys_chip_area_mm2 = 0.001624
ys_sh_aoi_pct = 5.085
yosysUniqueCellTypes = 24
ys_sh_xor_pct = 1.618
synth_cells = 99
synth_seq_share_pct = 78.89
logic_family = "multiplexers"
fa_ha_area_share_pct = 0.7704
yosysWarnings = 2
syn_area_per_cell_um2 = 16.40
yosys_register_bits = 52

[layout]
lay_top_cells = "dfxtp_1, clkdlybuf4s50_1, edfxtp_1, inv_1"
syn_to_final_growth_pct = 24.19
fillers = 304
mostFrequentLayoutCell = "dfxtp_1"
mi_logic_area_um2 = 300.3
final_area_mm2 = 0.002017
fin_cells = 180
drive_gt1_share_pct = 6.818
flop_area_mm2 = 0.001281
fin_util_pct = 53.48

[power_and_ir_drop]
seq_power_share_pct = 65.6
clockPowerShare_pct = 28.2
internal_power_mw = 0.8421
leakagePower_nw = 0.7684
p_sw_share_pct = 18.96
vdd_drop_max_uv = 348.8
p_switching_mw = 0.1971
p_per_area_mw_per_mm2 = 515.2
pwr-share-comb_pct = 6.2
-- cell families after synthesis --
family | Yosys count
flops | 52
simple gates | 15
buf+inv | 11
compound gates | 10
mux | 7
xor+xnor | 3
fa+ha+maj | 1
-- metal layers --
layer | up-vias | share of wire, %
met5 | - | 0
met4 | 0 | 2.6
met3 | 6 | 7.6
met2 | 25 | 44
met1 | 365 | 45
li1 | 415 | -
-- cell type report --
type                    count  area share, %
clock buffers               7          3.784
clock inverters             1         0.1861
inverters                  10          1.861
multi-input cells          36          14.89
flip-flops and latches     52          63.52
well taps                  48          2.978
repair buffers             26          12.78
-- power by group through the flow --
stage | logic [mW] | clock network [mW] | registers (mW)
6_report | 0.0648 | 0.293 | 0.681
5_1_grt | 0.0722 | 0.332 | 0.686
4_1_cts | 0.0657 | 0.306 | 0.682
-- final timing paths --
check	startpoint	to	slack (ns)	depth (start not counted)
worst max-delay path	ser_data_val_o	ser_data_val_o	1.83	1
worst min-delay path	serializer_1.ser_data_val_o	ser_data_val_o	0.36	0
worst max register to register	serializer_1.cntr[0]	serializer_1.ser_data_o	1.98	3
worst min register to register	serializer_1.ser_data_val_o	ser_data_val_o	0.36	0
-- registers in the layout, summed over array words and instances (netlist names) --
name / cells
ser_data_val_o: 1
data_val_i_wrap: 1
data_i_wrap: 16
serializer_1.input_data_mod: 4
serializer_1.cntr: 4
busy_o: 1
serializer_1.busy_o: 1
srst_i_wrap: 1
data_mod_i_wrap: 4
serializer_1.ser_data_val_o: 1
serializer_1.ser_data_o: 1
serializer_1.input_data: 16
ser_data_o: 1
-- through the flow --
step	setup WS, ns	power, mW
2_1_floorplan	1.220	0.7208
3_3_place_gp	2.012	0.7596
3_5_place_dp	1.981	0.7607
4_1_cts	1.814	1.053
5_1_grt	1.771	1.090
6_report	1.834	1.039
-- synthesized netlist by cell type --
| cell type | n | area [um2] |
|---|---|---|
| dfxtp_1 | 28 | 560.5 |
| edfxtp_1 | 24 | 720.7 |
| inv_1 | 9 | 33.78 |
| mux2i_1 | 5 | 50.05 |
| nor2_1 | 5 | 18.77 |
| nand2_1 | 4 | 15.01 |
| xnor2_1 | 3 | 26.28 |
| a2111oi_0 | 2 | 17.52 |
| mux4_1 | 2 | 52.55 |
| nand3_1 | 2 | 10.01 |
| o211ai_1 | 2 | 15.01 |
| a21oi_1 | 1 | 5.000 |
| a222oi_1 | 1 | 10.01 |
| a31o_2 | 1 | 8.760 |
| a31oi_1 | 1 | 6.260 |
| and2b_1 | 1 | 7.510 |
| buf_6 | 1 | 11.26 |
| ha_1 | 1 | 12.51 |
| inv_2 | 1 | 3.750 |
| nand2b_1 | 1 | 6.260 |
| nor3_1 | 1 | 5.000 |
| o2111a_1 | 1 | 11.26 |
| o311ai_1 | 1 | 8.760 |
| or2b_1 | 1 | 7.510 |
No activity file was given, so power comes from the tool's default toggle rates.
